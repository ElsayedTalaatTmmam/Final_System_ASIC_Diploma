File: design/flow/run.sh
#!/bin/bash
# OpenROAD 26Q1-2900-gdf79404cd8, Yosys 0.63+post, stock flow scripts
make -C /OpenROAD-flow-scripts/flow DESIGN_CONFIG=/design/flow/config.mk WORK_HOME=/design/flow/orfs finish
File: design/flow/config.mk
export PLATFORM = sky130hd
export DESIGN_NAME = RegFile
export DESIGN_NICKNAME = RegFile
export VERILOG_FILES = /design/flow/design.v
export SDC_FILE = /design/flow/constraint.sdc
export NUM_CORES = 4
export LEC_CHECK = 1
export CORE_UTILIZATION = 30
File: design/flow/constraint.sdc
current_design RegFile

set clk_period 1.6
set clk_io_pct 0.2

create_clock -name clk0 -period $clk_period [get_ports {CLK}]

set non_clock_inputs [all_inputs -no_clocks]
set_input_delay [expr $clk_period * $clk_io_pct] -clock clk0 $non_clock_inputs
set_output_delay [expr $clk_period * $clk_io_pct] -clock clk0 [all_outputs]
File: design/flow/design.v
module RegFile #(parameter WIDTH = 8, DEPTH = 16, ADDR = 4 )
(
input    wire                CLK,
input    wire                RST,
input    wire                WrEn,
input    wire                RdEn,
input    wire   [ADDR-1:0]   Address,
input    wire   [WIDTH-1:0]  WrData,
output   reg    [WIDTH-1:0]  RdData,
output   reg                 RdData_VLD,
output   wire   [WIDTH-1:0]  REG0,
output   wire   [WIDTH-1:0]  REG1,
output   wire   [WIDTH-1:0]  REG2,
output   wire   [WIDTH-1:0]  REG3
);
integer I ; 
reg [WIDTH-1:0] regArr [DEPTH-1:0] ;    
always @(posedge CLK or negedge RST)
 begin
   if(!RST)   
    begin
	 RdData_VLD <= 1'b0 ;
	 RdData     <= 'b0 ;
      for (I=0 ; I < DEPTH ; I = I +1)
        begin
		 if(I==2)
          regArr[I] <= 'b010000_01 ;
		 else if (I==3) 
          regArr[I] <= 'b0010_0000 ;
         else
          regArr[I] <= 'b0 ;		 
        end
     end
   else if (WrEn && !RdEn)  
     begin
      regArr[Address] <= WrData ;
     end
   else if (RdEn && !WrEn)  
     begin    
       RdData <= regArr[Address] ;
	   RdData_VLD <= 1'b1 ;
     end  
   else
     begin
	   RdData_VLD <= 1'b0 ;
     end	 
  end
assign REG0 = regArr[0] ;
assign REG1 = regArr[1] ;
assign REG2 = regArr[2] ;
assign REG3 = regArr[3] ;
endmodule
==> flow_summary.ini <==
; yosys + openroad results
[floorplan]
io_pins = 57
core_area_um2 = 20430
fp_util = 0.3083
die_x_um = 146.9
die-area_um2 = 21580
fp-row-count = 52
die_y_um = 146.9

[yosys]
synthDominantCellAreaShare = 0.5324
yosys-top-cells-area = dfrtp_1 53%, mux2_2 23%, mux2i_1 3.5%
avgSynthCellArea_um2 = 13.34
numSynthFlops = 137
synth_warnings = 2
post_synth_num_cell_types = 41
syn_inst = 472
synth_top_cell_by_area = dfrtp_1
ys_area_um2 = 6299
ys_cells = 472
ys_seq_share = 0.5449
syn_area_um2 = 6299

[global_route]
grt_overflow = 0
antenna_found_initial = 0
grt_pass1_wl_mm = 27.45
grt_pass1_vias = 4843
grt_usage = 0.1723
grt_start_max_net_pins = 57

[clocking]
clock-sinks = 137
cts_buffers = 17
ctsLongestPathBuffers = 2
clk_pin_slew_ns = 0.06
htreeDepth = 4
root_buffer = clkbuf_16
worst_skew_pair.late_latency_ns = 0.42
cts_tree = done

[final_layout]
stdcell_count = 913
areaGrowthSynthToFinish_pct = 38.40
drive_gt1_frac = 0.4790
stdcell_area_um2 = 8717

[final_timing]
grt_setup_unrepaired = false
fin_crit_ns = 1.564
fmax_mhz = 639.3
min_period_over_period = 0.9777
skew_ns = 0.005537
maxSlewHeadroom = 0.5597
worst_pin_slew_ns = 0.6554
final_max_slew_viol_count = 0
hold_viol = 0
setup_viol = 0

[setup_path]
slowest_stage = clkdlybuf4s50_1
critPathLaunchType = flop
crit_chain = clkdlybuf4s50_1
end_kind = output pin
critPathBufInv = 1
critical_path_required_ns = 1.28
crit_arrival_ns = 1.24
critical-path-top-delay-family = buffers and inverters
slowest_delay_ns = 0.47
cp.depth = 1
reg2reg_depth = 4
worst-path-max-fanout = 2
path_class = reg2out

[placement]
dpl_cell_area_um2 = 7729
port_buffers = 56
hpwlAfterDp_mm = 12.24
placedCellCount = 841
routabilityCongestion = 0.9295

[flow_run]
warnings = 25
cap_violations = 0

[detailed_routing]
drcViolationCount = 0
routed_via_density = 5.021
first_pass_iters = 5
final_antenna_net_count = 0
vias = 4584
routed_wl_mm = 17.35
antenna_cells = 0
wl_per_cell_um = 19.00
drtIter0Drc = 257

[outcome]
status = finished clean

[hold_path]
hp-class = in2async

[power_and_ir_drop]
power.density_nw_per_um2 = 1182
power.leakage_nw = 4.139
vdd_ir_drop_max_v = 0.0007809
p_total_mw = 10.30
[through the flow]
stage	utilization	worst slack [ns]	hold WS [ns]	setup TNS, ns
2_1_floorplan	-	0.0007495	0.02441	0
3_3_place_gp	0.3783	-0.6672	0.1638	-73.62
3_5_place_dp	0.3783	-0.6849	0.1597	-74.24
4_1_cts	0.4208	0.00004385	0.2947	0
5_1_grt	0.4267	0.0004492	0.2999	0
6_report	0.4267	0.03572	0.3096	0
[flip-flops by register name, indices dropped and copies added (netlist names)]
register	cells
regArr	128
RdData_VLD	1
RdData	8
[timing repair]
action / CTS / global route
endpoints found under the setup margin: 158 / 86
endpoints found under the hold margin: 54 / 0
gates resized: 34 / 19
pin swaps: 2 / 0
buffers inserted: 29 / 10
hold buffers: 1 / 0
[report_power, final]
| part | total (mW) | switching, mW | internal [mW] |
|---|---|---|---|
| combinational | 1.99 | 0.739 | 1.25 |
| clock | 3.81 | 1.55 | 2.26 |
| sequential | 4.50 | 0.369 | 4.14 |
[layer usage]
metal	wire length (µm)	share of wire	vias up	global-route usage
li1	-	-	2075	-
met1	8050	0.46	2350	0.2613
met2	7926	0.46	141	0.2633
met3	1119	0.065	18	0.04437
met4	252	0.015	0	0.02320
met5	0	0	-	0
[cells in the mapped netlist]
| cell | count |
|---|---|
| o21ai_0 | 12 |
| nor3_2 | 4 |
| mux4_2 | 5 |
| o41ai_1 | 1 |
| dfrtp_1 | 134 |
| o211ai_1 | 1 |
| mux2i_1 | 22 |
| nand2_1 | 22 |
| nand2b_1 | 6 |
| a32o_1 | 2 |
| and3_1 | 3 |
| buf_4 | 7 |
| a21boi_0 | 1 |
| dfstp_2 | 3 |
| or2b_1 | 1 |
| buf_2 | 4 |
| inv_1 | 2 |
| a2111oi_0 | 1 |
| mux2_2 | 129 |
| nor2_2 | 3 |
| mux2_1 | 1 |
| o31ai_1 | 1 |
| nor4_4 | 1 |
| o22ai_1 | 15 |
| nand3_1 | 9 |
| a221oi_1 | 11 |
| a21oi_1 | 9 |
| a2111oi_2 | 1 |
| clkbuf_1 | 19 |
| nor4_1 | 1 |
| nand3b_1 | 2 |
| buf_6 | 2 |
| nor3_1 | 3 |
| nor2_1 | 7 |
| nor4b_1 | 1 |
| a22oi_1 | 1 |
| nor3b_1 | 1 |
| nor2b_1 | 8 |
| a31o_2 | 1 |
| a31oi_1 | 9 |
| a22o_1 | 6 |
[worst paths after layout]
kind	start	endpoint	slack [ns]
setup / recovery	regArr[0][2]	REG0[2]	0.04
hold / removal	RST	RdData[5]	0.31
setup reg to reg	regArr[8][5]	RdData[5]	0.11
hold reg to reg	RdData_VLD	RdData_VLD	0.48
max in group asynchronous	RST	regArr[7][5]	0.73
min in group clk0	RdEn	RdData_VLD	0.40
[cell families (layout without fill, tap and decap cells)]
| kind of cell | after synthesis | after routing | synth area share |
|---|---|---|---|
| AOI/OAI and AO/OA | 72 | 72 | 0.07867 |
| and+or+nand+nor | 72 | 72 | 0.06357 |
| DFF | 137 | 137 | 0.5449 |
| buffers and inverters | 34 | 205 | 0.02761 |
| muxes | 157 | 157 | 0.2853 |
[cells in the final DEF (no fill, tap or decap), drive strengths merged, types with 10 or more instances in the layout]
cell,netlist,routed
dlygate4sd2,0,17
mux2,130,130
buf,13,117
a221oi,11,11
o22ai,15,15
nor2,10,10
clkbuf,19,19
mux2i,22,22
dfrtp,134,134
clkdlybuf4s50,0,20
o21ai,12,12
nand2,22,22
dlymetal6s2s,0,16
[cell type report]
class / count / area, µm²
Fill cell: 1873 / 11710
Sequential cell: 137 / 3433
Multi-Input combinational cell: 301 / 2774
Timing Repair Buffer: 171 / 1578
Clock buffer: 19 / 452.9
Tap cell: 270 / 337.8
Clock inverter: 13 / 133.9
Inverter: 2 / 7.507
